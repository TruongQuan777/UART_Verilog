$ cat /design/flow/run.sh
#!/bin/bash
# OpenROAD 26Q1-2900-gdf79404cd8, Yosys 0.63+post, stock flow scripts
make -C /OpenROAD-flow-scripts/flow DESIGN_CONFIG=/design/flow/config.mk WORK_HOME=/design/flow/orfs finish
$ cat /design/flow/config.mk
export PLATFORM = sky130hd
export DESIGN_NAME = uart
export DESIGN_NICKNAME = uart
export VERILOG_FILES = /design/flow/design.v
export SDC_FILE = /design/flow/constraint.sdc
export NUM_CORES = 4
export LEC_CHECK = 1
export CORE_AREA = 10 10 112 112
export DIE_AREA = 0 0 122 122
$ cat /design/flow/constraint.sdc
current_design uart

set clk_period 2.5
set clk_io_pct 0.2

create_clock -name clk0 -period $clk_period [get_ports {clk}]

set non_clock_inputs [all_inputs -no_clocks]
set_input_delay [expr $clk_period * $clk_io_pct] -clock clk0 $non_clock_inputs
set_output_delay [expr $clk_period * $clk_io_pct] -clock clk0 [all_outputs]
$ cat /design/flow/design.v
module uart #(parameter DATA_WIDTH=8)(
    input clk,
    input wire rx_in,
    output wire [DATA_WIDTH-1:0] rx_out,
    output wire rx_dv,
    input tx_start,
    input wire [DATA_WIDTH-1:0] tx_in,
    output wire tx_dv,
    output wire tx_out
);
    wire tick;
    baudrate_generator baudrate(
        .clk(clk),
        .tick(tick)
    );
    receiver #(.DATA_WIDTH(DATA_WIDTH)) rx(
        .clk(clk),
        .tick(tick),
        .rx_in(rx_in),
        .rx_out(rx_out),
        .rx_dv(rx_dv)
    );
    transmitter #(.DATA_WIDTH(DATA_WIDTH)) tx(
        .clk(clk),
      	.tick(tick),
        .tx_start(tx_start),
        .tx_in(tx_in),
        .tx_dv(tx_dv),
        .tx_out(tx_out)
    );
endmodule
module baudrate_generator(
    input clk,
    output tick
);
    parameter baud_rate=115200,
			  clk_rate=50000000,
			  oversample_rate=16,
			  max_counter=clk_rate/(baud_rate*oversample_rate),
  			  counter_width=$clog2(max_counter);
    reg [counter_width-1:0] counter=0; 
    always @(posedge clk)
        begin
          if(counter==max_counter-1) counter<=0;
          else counter<=counter+1;            
        end
  assign tick=(counter==max_counter-1);
endmodule
module receiver #(parameter DATA_WIDTH=8,oversample_rate=16)(
    input clk,
    input tick,
    input rx_in,
    output reg [DATA_WIDTH-1:0] rx_out=0,
    output rx_dv
);
  parameter iddle=2'b00,start=2'b01,data=2'b10,stop=2'b11;
  reg [1:0] state = iddle;
  reg [4:0] tick_counter = 0;
  reg [3:0] bit_counter = 0;
  always @(posedge clk)
    begin
      if(state==iddle)
        begin
          if(rx_in==0)
            begin
              tick_counter<=0;
              state<=start;
            end
          else state<=iddle;
        end
      else if (state==start)
        begin
          if(tick)
            begin
              if(tick_counter==(oversample_rate/2)-1)
                begin
                  tick_counter<=0;
                  bit_counter<=0;
                  state<=data;
                end
              else 
                begin
                  tick_counter<=tick_counter+1;
                  state<=start;
                end
            end
          else state<=start;
        end
      else if (state==data)
        begin
          if(tick)
            begin
              if(tick_counter==oversample_rate-1)
                begin
                  tick_counter<=0;
                  rx_out[bit_counter]<=rx_in;
                  if(bit_counter==DATA_WIDTH-1)
                    begin
                      bit_counter<=0;
                      state<=stop;
                    end
                  else 
                    begin
                      bit_counter<=bit_counter+1;
                      state<=data;
                    end
                end
              else 
                begin
                  tick_counter<=tick_counter+1;
                  state<=data;
                end
            end
          else
            begin
              state<=data;
            end
        end
      else 
        begin
          if(tick)
            begin
              if(tick_counter==oversample_rate-1) state<=iddle;
              else
                begin
                  tick_counter<=tick_counter+1;
                  state<=stop;
                end
            end
          else state<=stop;
        end
    end
  assign rx_dv=(state==iddle);
endmodule
module transmitter #(parameter DATA_WIDTH=8,oversample_rate=16)(
    input clk,
    input tick,
    input tx_start,
    input [DATA_WIDTH-1:0] tx_in,
    output reg  tx_out,
    output tx_dv
);
  parameter iddle=2'b00,start=2'b01,data=2'b10,stop=2'b11;
  reg [1:0] state = iddle;
  reg [4:0] tick_counter = 0;
  reg [3:0] bit_counter = 0;
  reg tx_out = 1;
  always @(posedge clk)
    begin
      if (state == iddle) 
        begin
          if (tx_start) 
            begin
              tx_out <= 0;  
              tick_counter <= 0;
              state <= start;
            end 
          else 
            begin
              tx_out <= 1;
              state <= iddle;
            end
         end
      else if(state==start)
        begin
          if(tick)
            begin
              if(tick_counter==oversample_rate-1)
                begin
                  bit_counter<=0;
                  tick_counter<=0;
                  tx_out<=tx_in[0];
                  state<=data;
                end
              else
                begin
                  tick_counter<=tick_counter+1;
                  state<=start;
                end
            end
          else
            begin
              state<=start;
            end
        end
      else if(state==data)
        begin
          if(tick)
            begin
              if(tick_counter==oversample_rate-1)
                begin
                  tick_counter<=0;
                  tx_out<=tx_in[bit_counter+1];
                  if(bit_counter==DATA_WIDTH-1)
                    begin
                      tx_out<=1;
                      state<=stop;
                    end
                  else
                    begin
                      bit_counter<=bit_counter+1;
                      state<=data;
                    end
                end
              else
                begin
                  tick_counter<=tick_counter+1;
                  state<=data;
                end
            end
          else state<=data;
        end
      else
        begin
          if(tick)
            begin
              if(tick_counter==oversample_rate-1)
                begin
                  tick_counter<=0;
                  tx_out<=1;
                  state<=iddle;
                end
              else
                begin
                  tick_counter<=tick_counter+1;
                  state<=stop;
                end
            end
          else state<=stop;
        end
    end
  assign tx_dv=(state==iddle);
endmodule
==> qor.log <==
[grt] initial antenna violation count 0
[yosys] post-synthesis cell area 2160 µm²
[grt] routing layer with the top usage in global route met1
[timing] setup repair after global routing missed its margin false
[critical_path] Critical Path Fanout Max 11
[grt] maximum number of pins on one net before global-route repair 15
[drt] Starting DRT DRC Count 91
[clock_tree] number of H-tree levels 2
[yosys] share of synthesized registers carrying an async set or reset 0
[yosys] Synth Seq Share 0.459
[critical_path] cell count of the worst reg-to-reg path 6
[clock_tree] post-cts sizing count 0
[power] power density over cell area 400 nW/µm²
[timing] period utilization 0.863
[timing] Sum Neg Setup Slack 0 ps
[critical_path] CP Buf/Inv Count 2
[clock_tree] post-CTS setup-driven buffer insertion count 0
[drt] routed vias/inst 4.08
[timing] count of final max-slew check failures 0
[clock_tree] Clock Sink Count 36
[worst_hold_path] worst min-delay path class flop to flop
[timing] Clock Skew 11.0 ps
[floorplanning] core outline area 10200 µm²
[drt] router iterations before antenna repair 4
[grt] vias in the first global route 1431
[critical_path] start-to-end type of the worst setup path flop to output port
[clock_tree] CTS root buffer clkbuf_8
[floorplanning] Initial Util 0.211
[cells_and_area] fraction of final layout cells with drive strength greater than 1 0.0752
[cells_and_area] Util after Layout 0.255
[grt] wire length of the first global-routing pass 6.37 mm
[critical_path] crit path launch type flop
[critical_path] instance count on the critical path 3
[drt] total antenna diodes in the routed design 0
[timing] Highest Clock Rate 463 MHz
[placed_design] routability congestion estimate 0.833
[run_status] run status completed
[yosys] cell types with the highest counts after synthesis edfxtp_1 (27), nor2_1 (21), ha_1 (20), inv_1 (13), nand2_1 (13)
[timing] final period demand of the worst path 2160 ps
[timing] Final Hold Violating Endpoints 0
[yosys] dominant register cell edfxtp_1
[yosys] total cell area reported by yosys after synthesis 2160 µm²
[drt] DRC violations left 0
[critical_path] Max stage delay on crit path 560 ps
[critical_path] data arrival time of the worst path 1660 ps
[placed_design] count of buffers from port buffering 21
[grt] total congestion overflow after global routing 0
[yosys] number of warning messages in the yosys log 3
[clock_tree] TritonCTS clock tree yes
[floorplanning] IO Pins 22
[cells_and_area] number of fill cells in the layout 1046
[clock_tree] clock-pin slew on the worst setup and hold paths 70 ps
[clock_tree] total CTS buffers 5
[grt] met3 layer usage reported by global route 0.0178
[floorplanning] overall die area 14900 µm²
[critical_path] cell chain of the critical path inv_1 > ha_1 > clkdlybuf4s50_1
[clock_tree] deepest clock path buffer count 2
[power] standby leakage power 0.000975 µW
[critical_path] required time at the endpoint of the critical path 2000 ps
[floorplanning] die outline width 122 µm
[critical_path] Critical-path top delay cell clkdlybuf4s50_1
[placed_design] post-detail-place hpwl 2.87 mm
[critical_path] capturing element type of the critical path output port
[clock_tree] number of hold-repair buffers added at the cts stage 0
[drt] count of vias placed by the detailed router 1477
[timing] Final setup viols 0
[yosys] number of cells in the yosys synthesis report 201
[yosys] number of distinct library cells after synthesis 48
[critical_path] delay-heaviest family, CP buffers and inverters
[cells_and_area] synthesis-to-finish area growth 20.6%
[grt] global-route met1 utilization 0.0739
[yosys] Synth top area share 0.375
[drt] remaining number of nets flagged by the antenna check after routing 0
[yosys] most common cell in the synthesized netlist edfxtp_1
[yosys] post-synthesis cell type with the largest combined area edfxtp_1
[grt] met2 Use GR 0.0727
[run] number of warnings in the stage logs 36
[worst_hold_path] Hold Path Depth 1
[grt] overall fraction of global-route tracks in use 0.0506
[floorplanning] Cell Rows 37
[yosys] Mapped Avg Cell Area 10.8 µm²
[clock_tree] worst skew pair latency 280 ps
[timing] worst hold margin 466 ps
[timing] pin slew with the least headroom to its limit 759 ps
[run] number of max-cap violations 0
[power] maximum resistive drop on vdd 0.000148 V
[yosys] instance count of the mapped netlist 201
[drt] average detailed-routed wire length per instance 10.1 µm
[yosys] post-synthesis register bit count 36
[timing] relative slew slack 0.489
[drt] wire length reported by the detailed router 3.66 mm
[floorplanning] die boundary height 122 µm
[yosys] flip-flops with a built-in enable 27
[yosys] Post-synth area hogs edfxtp_1 (38%), ha_1 (12%), dfxtp_1 (8.3%)
cell usage in the layout, fill, tap and decap left out, types with 4 or more instances in the layout:
cell / instances
edfxtp_1: 27
clkdlybuf4s50_1: 21
ha_1: 20
xor2_1: 4
nor2_1: 21
nand2_1: 13
nand3_1: 7
clkbuf_8: 5
dfxtp_1: 9
nand2b_1: 4
xnor2_1: 5
nand3b_1: 4
nor3_1: 11
a22o_1: 5
inv_1: 13
a31oi_1: 4
a21oi_1: 4
routing by layer:
layer,routed length [µm],part of all wire,vias to the layer above
met1,1860,0.51,667
met2,1530,0.42,22
met5,0,0,-
met3,226,0.062,6
met4,48,0.013,0
li1,-,-,782
final cells by class:
class,instances,area [µm²],share of cell area
multi-input cells,145,1080,0.415
flip-flops and latches,36,991,0.380
repair buffers,24,233,0.0893
well taps,136,170,0.0653
clock buffers,7,76.3,0.0293
inverters,13,48.8,0.0187
clock inverters,1,5.00,0.00192
metrics by stage:
stage,power [µW],setup slack (ps),std cells,instance area [µm²]
2_1_floorplan,650,532,201,2160
3_3_place_gp,668,497,354,2520
3_5_place_dp,668,442,354,2520
4_1_cts,1060,317,362,2610
5_1_grt,1090,194,362,2610
6_report,1040,342,362,2610
worst paths after layout:
| check | slack, ps | end | start |
|---|---|---|---|
| hold / removal | 470 | baudrate.counter[0] | baudrate.counter[0] |
| hold reg to reg | 470 | baudrate.counter[0] | baudrate.counter[0] |
| setup reg to reg | 440 | rx.rx_out[5] | rx.bit_counter[1] |
| setup / recovery | 340 | rx_dv | rx.state[0] |
state kept, by name, summed over array words and instances, names as in the netlist:
signal / count
tx.bit_counter: 4
tx.tx_out: 1
rx.tick_counter: 5
tx.tick_counter: 5
tx.state: 2
baudrate.counter: 5
rx.state: 2
rx.bit_counter: 4
rx.rx_out: 8
report_power, final:
group | total, µW | switching [µW] | internal [µW] | leakage, µW
registers | 633 | 0 | 633 | 0.000312
clock network | 389 | 193 | 195 | 0.0000422
logic | 21.0 | 5.36 | 15.7 | 0.000620
total | 1040 | 199 | 844 | 0.000975
logic make-up after synthesis:
kind of cell / count (synthesis) / share of synthesized area
fa+ha+maj: 20 / 0.116
mux: 6 / 0.0365
flops: 36 / 0.459
xor+xnor: 9 / 0.0365
buf+inv: 20 / 0.0405
simple gates: 74 / 0.175
compound gates: 36 / 0.137
worst reg2reg max path, stage by stage (launching register included):
cell and delay, ps:
edfxtp_1 480, inv_1 120, ha_1 270, or3b_2 480
o31ai_2 140, a21boi_1 120, a41o_1 210
Power is estimated from default activity; no workload was simulated.
